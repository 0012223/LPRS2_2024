===== design/flow/run.sh =====
#!/bin/bash
# OpenROAD 26Q1-2900-gdf79404cd8, Yosys 0.63+post, stock flow scripts
make -C /OpenROAD-flow-scripts/flow DESIGN_CONFIG=/design/flow/config.mk WORK_HOME=/design/flow/orfs finish

===== design/flow/config.mk =====
export PLATFORM = sky130hd
export DESIGN_NAME = N64_controller
export DESIGN_NICKNAME = N64_controller
export VERILOG_FILES = /design/flow/design.v
export SDC_FILE = /design/flow/constraint.sdc
export NUM_CORES = 4
export LEC_CHECK = 1
export CORE_UTILIZATION = 30

===== design/flow/constraint.sdc =====
current_design N64_controller

set clk_period 7.5
set clk_io_pct 0.2

create_clock -name clk0 -period $clk_period [get_ports {clk_50MHZ}]

set non_clock_inputs [all_inputs -no_clocks]
set_input_delay [expr $clk_period * $clk_io_pct] -clock clk0 $non_clock_inputs
set_output_delay [expr $clk_period * $clk_io_pct] -clock clk0 [all_outputs]

===== design/flow/design.v =====
module N64_controller(
		input clk_50MHZ,
		inout data,
		input start,
		output reg [33:0]buttons=34'd0,
		output reg alive=1'd0
);
localparam IDLE_FSM		 =	8'b0___________0________0___0_0000;
localparam POLL_FSM		 =	8'b0___________0________1___0_0000;
localparam SEND0_FSM1	 =	8'b0___________0________1___0_0010;
localparam SEND0_FSM2	 =	8'b0___________0________1___0_0011;
localparam SEND1_FSM1	 =	8'b0___________0________1___0_0100;
localparam SEND1_FSM2	 =	8'b0___________0________1___0_0101;
localparam GET_FSM 		 =	8'b1___________0________0___0_0110;
localparam FINISH_FSM 	 =	8'b0___________1________0___0_1110;
localparam THREEuSECONDS = 32'd150;
localparam ONEuSECONDS = 32'd50;
localparam HUNDRED_MS = 32'd400000;
reg [7:0]state=IDLE_FSM;
reg [31:0]counter_delay =32'd0;
reg [31:0]counter_delay_pulses =32'd0;
reg [3:0]counter_polling =4'd0;
reg [5:0]counting_data =6'd0;
wire [8:0]polling_data=9'b110000000;
reg [33:0]buffer_buttons=34'd0;
reg [7:0]counter=8'd0;
wire counter_en=state[7];
wire oe=state[5];
wire finish=state[6];
wire counting_data_clk=state[4];
wire data_out=state[0];
reg data_in=1'b0;
reg real_in=1'b0;
reg start_counter=1'b0;
assign data = oe ? data_out: 1'bz;
always@(posedge clk_50MHZ)
begin
	data_in<=data; 
end
wire sync_data;
wire sync_data_not;
async_trap_and_reset async_trap_and_reset_inst
(
	.async_sig(data_in) ,	 
	.outclk(clk_50MHZ) ,	 
	.out_sync_sig(sync_data) ,	 
	.auto_reset(1'b1) ,	 
	.reset(1'b1) 	 
);
async_trap_and_reset async_trap_and_reset_inst2
(
	.async_sig(~data_in) ,	 
	.outclk(clk_50MHZ) ,	 
	.out_sync_sig(sync_data_not) ,	 
	.auto_reset(1'b1) ,	 
	.reset(1'b1) 	 
);
always@(posedge clk_50MHZ)
begin
	if(sync_data)
	begin
		counter<=counter+1'b1;
	end
	else
	begin
		counter<=counter;
		if(!counter_en)
		begin
			counter<=0;
		end
	end
end
always@(posedge clk_50MHZ)
begin
	counter_delay_pulses<=counter_delay_pulses;
	if(sync_data_not)
	begin
		buttons[counter]<=(counter_delay_pulses[31:0]>=32'd100);
	end
	else if(sync_data)
	begin
		counter_delay_pulses<=0;
	end
	else
	begin
		if(counter_en)
		begin
			counter_delay_pulses<=counter_delay_pulses+1'b1;
		end
	end
end
always@(negedge finish) 
begin
	alive<=~alive;
end
always@(posedge data_out, posedge finish)
begin
	if(finish)
	begin
		counter_polling[3:0]<=4'd0;
	end
	else
	begin
		counter_polling[3:0]<=counter_polling[3:0]+1'b1;
	end
end
always@(posedge clk_50MHZ)
begin
	case(state[7:0])
	IDLE_FSM	:begin	 	
					counter_delay[31:0]<=0;
					state[7:0]<=IDLE_FSM;
					if(start)
					begin
						state[7:0]<=POLL_FSM;
					end
				 end
	POLL_FSM	:begin	 
					counter_delay[31:0]<=0; 
					state[7:0]<=GET_FSM;
					if(counter_polling[3:0]<=4'd8)
					begin
						counter_delay[31:0]<=ONEuSECONDS; 
						state[7:0]<=SEND1_FSM1;
						if(polling_data[counter_polling[3:0]]==1'b0)
						begin
							counter_delay[31:0]<=THREEuSECONDS;
							state[7:0]<=SEND0_FSM1; 
						end
					end
				 end
	SEND0_FSM1	:begin 
					state[7:0]<=SEND0_FSM1;
					counter_delay[31:0]<=counter_delay[31:0]-1'b1;
					if(counter_delay[31:0]==32'd0)
					begin
						state[7:0]<=SEND0_FSM2;
						counter_delay[31:0]<=ONEuSECONDS;
					end
				 end
	SEND0_FSM2	:begin
					state[7:0]<=SEND0_FSM2;
					counter_delay[31:0]<=counter_delay[31:0]-1'b1;
					if(counter_delay[31:0]==32'd0)
					begin
						state[7:0]<=POLL_FSM;
					end
				 end
	SEND1_FSM1	:begin
					state[7:0]<=SEND1_FSM1;
					counter_delay[31:0]<=counter_delay[31:0]-1'b1;
					if(counter_delay[31:0]==32'd0)
					begin
						state[7:0]<=SEND1_FSM2;
						counter_delay[31:0]<=THREEuSECONDS;
					end
				 end
	SEND1_FSM2	:begin
					state[7:0]<=SEND1_FSM2;
					counter_delay[31:0]<=counter_delay[31:0]-1'b1;
					if(counter_delay[31:0]==32'd0)
					begin
						state[7:0]<=POLL_FSM;
					end
				 end
	GET_FSM 	:begin	 
					state[7:0]<=GET_FSM;
					counter_delay[31:0]<=HUNDRED_MS; 
				   if(counter[7:0]>=8'd33) 
					begin
						state[7:0]<=FINISH_FSM;
					end
				 end
	FINISH_FSM 	:begin
					state[7:0]<=FINISH_FSM;
					counter_delay[31:0]<=counter_delay[31:0]-1'b1;
					if(counter_delay[31:0]==32'd0)
					begin
						state[7:0]<=IDLE_FSM;
					end
				 end
	default		:begin
					state[7:0]<=IDLE_FSM;
					counter_delay[31:0]<=32'd0;
				 end
	endcase 
end
endmodule
module async_trap_and_reset (async_sig, outclk, out_sync_sig, auto_reset, reset);
input async_sig, outclk, auto_reset, reset;
output out_sync_sig;
reg async_trap, sync1, sync2;
reg actual_auto_reset_signal;
wire actual_async_sig_reset;
wire auto_reset_signal =  auto_reset && sync2;
assign actual_async_sig_reset = actual_auto_reset_signal || (!reset);
assign out_sync_sig = sync2;
always @ (posedge async_sig or posedge actual_async_sig_reset)
begin
	 if (actual_async_sig_reset)
	 	async_trap <= 1'b0;
	 else
	 	async_trap <= 1'b1;
end
always @ (posedge outclk or negedge reset)
begin
	 if (~reset)
	 begin
	 	  sync1 <= 1'b0;
		  sync2 <= 1'b0;
	 end else
	 begin
	 	  sync1 <= async_trap;
		  sync2 <= async_trap;
	 end
end
always @ (negedge outclk or negedge reset)
begin
	if (~reset)
		 actual_auto_reset_signal <= 1'b0;
	else
		 actual_auto_reset_signal <= auto_reset_signal;
end
endmodule

==> flow_summary.json <==
{
  "synth-seq-cells": 124,
  "initial_utilization": 0.306,
  "tool.error": "[error] [KeplerFormal.cpp:679] Workflow failed: Iso has multiple drivers: .data0, data$_DFF_P_.Q0",
  "dp.final_hpwl_mm": 8.14,
  "cts_setup_buffers": 0,
  "die_x_um": 148,
  "synth.avg_cell_area_um2": 9.73,
  "unclocked_pins": 7,
  "ys_cells": 658,
  "port_buffers": 36,
  "place_area_um2": 7050,
  "ctsRootBufferMaster": "clkbuf_16",
  "ys.flop_type": "edfxtp_1",
  "edf_count": 74,
  "untimed_endpoints": 8,
  "io_pins": 38,
  "globalplace.congestion": 0.820,
  "syn-cell-area_um2": 6400,
  "rows": 53,
  "dp_slack_ps": 3350,
  "yosysWarnings": 3,
  "ys_types": 63,
  "synthCells": 658,
  "cts_hold_buf": 0,
  "haltStage": "clock tree synthesis",
  "status": "stopped before the end",
  "cts_max_level": 4,
  "cts_buffers": 17,
  "post_cts_resized": 0,
  "ys_seq_share": 0.508,
  "ys_chip_area_um2": 6400,
  "ys_async_sr_fraction": 0.0484,
  "die_h_um": 148,
  "clockBufferDepth": 2
}
-- kinds of logic after synthesis --
logic type,count (synthesis),synth area share
buf+inv,58,0.0367
xor+xnor,65,0.0889
simple gates,267,0.223
compound gates,131,0.120
mux,1,0.00156
flops,124,0.508
fa+ha+maj,11,0.0215
other cells,1,0.000586
-- Yosys cell counts (all sizes together), types with 5 or more instances --
| library cell | number | area (um2) |
|---|---|---|
| xor2 | 22 | 193 |
| nand2b | 9 | 56.3 |
| nor2b | 10 | 62.6 |
| inv | 31 | 116 |
| o21ai | 81 | 420 |
| nor2 | 80 | 300 |
| dfxtp | 44 | 881 |
| or4 | 7 | 52.6 |
| edfxtp | 74 | 2220 |
| nand3 | 24 | 120 |
| clkbuf | 20 | 75.1 |
| nor3 | 22 | 110 |
| and4 | 6 | 52.6 |
| xnor2 | 43 | 377 |
| o31ai | 5 | 37.5 |
| and2 | 10 | 62.6 |
| a21oi | 17 | 85.1 |
| nand2 | 36 | 135 |
| nor4 | 20 | 146 |
| nand4 | 17 | 121 |
| ha | 11 | 138 |
| dfrtp | 5 | 125 |
| buf | 7 | 43.8 |
-- through the flow --
stage,util,hold slack (ps),instances,total power [W]
after floorplan,-,374,659,0.00278
after global placement,0.337,439,951,0.00320
after detailed placement,0.337,447,951,0.00320
Power and IR drop assume default switching activity.
